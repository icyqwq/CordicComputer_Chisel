[design/flow/config.mk]
export PLATFORM = sky130hd
export DESIGN_NAME = Rotator
export DESIGN_NICKNAME = Rotator
export VERILOG_FILES = /design/flow/design.v
export SDC_FILE = /design/flow/constraint.sdc
export NUM_CORES = 4
export LEC_CHECK = 1
export CORE_UTILIZATION = 50
[design/flow/constraint.sdc]
current_design Rotator

set clk_period 4.3
set clk_io_pct 0.2

create_clock -name clk0 -period $clk_period [get_ports {clock}]

set non_clock_inputs [all_inputs -no_clocks]
set_input_delay [expr $clk_period * $clk_io_pct] -clock clk0 $non_clock_inputs
set_output_delay [expr $clk_period * $clk_io_pct] -clock clk0 [all_outputs]
[design/flow/design.v]
module Rotator(
  input         clock,
  input         reset,
  input  [15:0] io_in_x,
  input  [15:0] io_in_y,
  input  [15:0] io_in_a,
  output [15:0] io_out_x,
  output [15:0] io_out_y,
  output [15:0] io_out_a
);
  reg [15:0] xo;  
  reg [15:0] yo;  
  reg [15:0] ao;  
  wire  _T = $signed(io_in_a) < 16'sh0;  
  wire [12:0] _GEN_6 = io_in_y[15:3];  
  wire [15:0] _xo_T = {{3{_GEN_6[12]}},_GEN_6};  
  wire [15:0] _xo_T_3 = $signed(io_in_x) + $signed(_xo_T);  
  wire [12:0] _GEN_7 = io_in_x[15:3];  
  wire [15:0] _yo_T = {{3{_GEN_7[12]}},_GEN_7};  
  wire [15:0] _yo_T_3 = $signed(io_in_y) - $signed(_yo_T);  
  wire [15:0] _ao_T_2 = $signed(io_in_a) + 16'she9;  
  wire  _T_5 = ~reset;  
  wire  _T_6 = $signed(io_in_a) >= 16'sh0;  
  wire [15:0] _xo_T_7 = $signed(io_in_x) - $signed(_xo_T);  
  wire [15:0] _yo_T_7 = $signed(io_in_y) + $signed(_yo_T);  
  wire [15:0] _ao_T_5 = $signed(io_in_a) - 16'she9;  
  assign io_out_x = xo;  
  assign io_out_y = yo;  
  assign io_out_a = ao;  
  always @(posedge clock) begin
    if (reset) begin  
      xo <= 16'sh0;  
    end else if ($signed(io_in_a) < 16'sh0) begin  
      xo <= _xo_T_3;  
    end else if ($signed(io_in_a) >= 16'sh0) begin  
      xo <= _xo_T_7;  
    end else begin
      xo <= 16'sh0;  
    end
    if (reset) begin  
      yo <= 16'sh0;  
    end else if ($signed(io_in_a) < 16'sh0) begin  
      yo <= _yo_T_3;  
    end else if ($signed(io_in_a) >= 16'sh0) begin  
      yo <= _yo_T_7;  
    end else begin
      yo <= 16'sh0;  
    end
    if (reset) begin  
      ao <= 16'sh0;  
    end else if ($signed(io_in_a) < 16'sh0) begin  
      ao <= _ao_T_2;  
    end else if ($signed(io_in_a) >= 16'sh0) begin  
      ao <= _ao_T_5;  
    end else begin
      ao <= 16'sh0;  
    end
  end
endmodule
[design/flow/run.sh]
#!/bin/bash
# OpenROAD 26Q1-2900-gdf79404cd8, Yosys 0.63+post, stock flow scripts
make -C /OpenROAD-flow-scripts/flow DESIGN_CONFIG=/design/flow/config.mk WORK_HOME=/design/flow/orfs finish
==> deck_impl_summary.md <==
Implementation Results

Yosys
  – Post-synthesis sequential area ratio: 0.204
  – # Cells Yosys: 595
  – Synth Instances: 595
  – Synth cell types: 80
  – Biggest area cells: dfxtp_1 (20%), ha_1 (17%), nor2_1 (6.6%)
  – Synth Flop Type: dfxtp_1
  – Chip Area, Yosys: 4710 µm²
  – Flip-flops with a built-in enable: 0
  – Leading area contributor after synthesis: dfxtp_1
  – FFs w/ async S/R, synth: 0
  – Post-Syn Area per Cell: 7.91 µm²
  – Max-area cell share: 0.204
  – Mapped cell area: 4710 µm²
  – Registers, synthesis: 48
  – Yosys warning tally: 1

Placed design
  – Placed inst area: 5700 µm²
  – IO buf count: 97
  – GPL Wtd Cong: 0.954
  – Detail Placement HPWL: 9040 µm

Power
  – Leak Pwr: 2.49 nW
  – Max IR drop VDD: 0.000189 V
  – Pwr/cell area: 257 nW/µm²

CTS
  – Postcts setup bufs: 0
  – CTS hold repair buffers: 0
  – CTS buffer count: 5
  – Root buf cell: clkbuf_8
  – Clock buffer depth: 2
  – CTS tree: built
  – H-tree depth: 2
  – CTS sink cnt: 48
  – Clk slew on worst S/H paths: 0.10 ns
  – Post-CTS resize count: 0

Worst setup path
  – Crit. End Element: flip-flop
  – Critical path launch point: io_in_x[3]
  – Cell mode on critical path: a2111oi_4
  – Worst Path Buf+Inv: 2
  – Crit start category: input pin
  – Worst path slowest cell: clkdlybuf4s50_1
  – Top fanout value on the critical path: 4
  – Delay-heaviest family, CP: AND-OR/OR-AND gates
  – Crit path depth: 10
  – Crit-path max cell delay: 0.54 ns
  – CP Data Arrival Time: 3.58 ns
  – CP required: 4.51 ns
  – Critical Path End: yo[14]$_SDFF_PP0_
  – Crit Path Class: input pin to flip-flop
  – Critical path cell sequence: clkdlybuf4s50_1 -> ha_1 -> inv_1 -> fa_1 -> o21bai_2 -> a2111oi_4 -> o41ai_2 -> a2111oi_4 -> a2111oi_2 -> mux2_4

Run
  – Tool warnings: 58
  – # Max-Cap Violations: 0

Drt
  – Drt wl/cell: 14.9 µm
  – DR DRC count: 0
  – Ant. Diodes: 0
  – Vias post-DR: 4471
  – Final WL: 11700 µm
  – Starting DRT DRC Count: 364
  – Routed vias/inst: 5.66
  – Detail Route Antenna Nets: 0
  – Iteration tally of the first detailed-router pass: 8

Die
  – # rows: 35
  – Num ports: 98
  – Chip height: 99.0 µm
  – CORE AREA: 9200 µm²
  – Die area: 9810 µm²
  – Initial Utilization: 0.512
  – Chip width: 99.0 µm

STA
  – Cycle use final: 0.784
  – Slew headroom: 0.580
  – Final Setup Violations: 0
  – Tightest Pin Transition: 0.628 ns
  – Fmax: 296 MHz
  – Fin. Hold Viols: 0
  – RSZ-0062 raised after global routing: no
  – Slew Limit Fails: 0
  – Post-route minimum period: 3.37 ns
  – Setup TNS: 0 ns

Global route
  – Grt total ovfl: 0
  – Largest net degree at the start of global routing: 42
  – GRT Util Overall: 0.255
  – First-pass GRT wire length: 19900 µm
  – Initial antenna violation count: 0
  – Vias in the first global route: 4137

Finish
  – Layout cells sized above 1: 0.0589
  – Most numerous logic cells after layout: clkdlybuf4s50_1 (95), nor2_1 (83), ha_1 (63), inv_1 (58), a21oi_1 (50)
  – Fin area: 5830 µm²
  – Comb area: 3400 µm²
  – Storage cell area: 961 µm²
  – Area growth syn-to-layout: 23.8%
  – # fillers: 785
  – Top cell excl fill/tap: clkdlybuf4s50_1

Hold path
  – Hold path startpoint: reset
  – Min-Delay Path Class: input pin to flip-flop
  – Hold path cells: 2

Outcome
  – Outcome: finished clean
-- worst min path at each step --
stage | end
after CTS | xo[0]$_SDFF_PP0_
final | yo[0]$_SDFF_PP0_
after global routing | xo[0]$_SDFF_PP0_
-- Yosys cell counts, drive strengths merged, types with 9 or more instances --
library cell / n
o21ai: 31
xor2: 9
nor2b: 11
a31oi: 12
nor2: 84
dfxtp: 48
nand2: 17
nand4: 9
ha: 63
inv: 60
clkbuf: 17
xnor2: 23
nor3: 12
nand2b: 10
a21oi: 50
-- final cells by class --
type / count / area share
clock buffer: 6 / 0.0142
clock inverter: 2 / 0.00666
inverter: 60 / 0.0387
multi-input combinational: 463 / 0.583
sequential: 48 / 0.165
tap: 111 / 0.0238
timing repair buffer: 100 / 0.169
-- kinds of logic after synthesis --
logic type,count (synthesis),share of synthesized area
flops,48,0.204
compound gates,169,0.251
xor+xnor,32,0.0595
buf+inv,84,0.0744
fa+ha+maj,67,0.184
simple gates,182,0.196
mux,13,0.0300
-- sequential cells by signal (all words and copies together) (netlist names) --
signal  cells
ao         16
xo         16
yo         16
-- power by group --
part	switching, mW	leakage [nW]	internal [mW]	total, mW
Clock	0.166	0.0614	0.190	0.356
Combinational	0.311	2.02	0.317	0.628
Sequential	0.0133	0.400	0.497	0.511
Total	0.491	2.49	1.00	1.49
-- layer usage --
metal / track usage / routed length (µm) / up-vias
met3: 0.0274 / 704 / 13
met5: 0 / 0 / -
met2: 0.410 / 5220 / 149
met4: 0.0299 / 123 / 0
met1: 0.387 / 5690 / 2037
li1: - / - / 2272
-- per-stage QoR --
stage / cells / util / hold WS (ns) / power [mW] / setup WS (ns)
after floorplan: 595 / - / 0.932 / 0.895 / 1.36
after global placement: 782 / 0.620 / 1.27 / 1.14 / 0.642
after detailed placement: 782 / 0.620 / 1.28 / 1.14 / 0.607
after CTS: 790 / 0.633 / 0.961 / 1.51 / 0.934
after global routing: 790 / 0.633 / 0.967 / 1.60 / 0.755
final: 790 / 0.633 / 0.962 / 1.49 / 0.927
No activity file was given, so power comes from the tool's default toggle rates.
